<file path="flow/design.v">
`default_nettype none
`timescale 1ns / 1ps
module SAR_Logic_12bit(
    input clk_src,
    input reset,
    input digital_in,
    output [11:0] da_converter,
    output [11:0] result
    );
reg [11:0]da_converter_register;
reg [11:0]result_register;
reg [11:0]interim_register;
reg [3:0]state;
assign da_converter = da_converter_register;
assign result = result_register;
always @(posedge clk_src) begin
	 state <= state + 2'b01;
	 if (reset == 1'b1) begin
			da_converter_register <= 12'b000000000000;
			interim_register <= 12'b000000000000;
			result_register <= 12'b000000000000;
			state <= 4'b0000;
	 end
    else if(state == 4'b0000) begin
		  da_converter_register <= 12'b100000000000;
        interim_register[11] <= digital_in;
    end
    else if(state == 4'b0001) begin
        da_converter_register[11] <= interim_register[11];
        da_converter_register[10] <= 1'b1;
        interim_register[10] <= digital_in;
    end
    else if(state == 4'b0010) begin
        da_converter_register[10] <= interim_register[10];
        da_converter_register[9] <= 1'b1;
        interim_register[9] <= digital_in;
    end
    else if(state == 4'b0011) begin
        da_converter_register[9] <= interim_register[9];
        da_converter_register[8] <= 1'b1;
        interim_register[8] <= digital_in;
    end
    else if(state == 4'b0100) begin
        da_converter_register[8] <= interim_register[8];
        da_converter_register[7] <= 1'b1;
        interim_register[7] <= digital_in;
    end
    else if(state == 4'b0101) begin
        da_converter_register[7] <= interim_register[7];
        da_converter_register[6] <= 1'b1;
        interim_register[6] <= digital_in;
    end
    else if(state == 4'b0110) begin
        da_converter_register[6] <= interim_register[6];
        da_converter_register[5] <= 1'b1;
        interim_register[5] <= digital_in;
    end
    else if(state == 4'b0111) begin
        da_converter_register[5] <= interim_register[5];
        da_converter_register[4] <= 1'b1;
        interim_register[4] <= digital_in;
    end
    else if(state == 4'b1000) begin
        da_converter_register[4] <= interim_register[4];
        da_converter_register[3] <= 1'b1;
        interim_register[3] <= digital_in;
    end
    else if(state == 4'b1001) begin
        da_converter_register[3] <= interim_register[3];
        da_converter_register[2] <= 1'b1;
        interim_register[2] <= digital_in;
    end
    else if(state == 4'b1010) begin
        da_converter_register[2] <= interim_register[2];
        da_converter_register[1] <= 1'b1;
        interim_register[1] <= digital_in;
    end
    else if(state == 4'b1011) begin
        da_converter_register[1] <= interim_register[1];
        da_converter_register[0] <= 1'b1;
        interim_register[0] <= digital_in;
        end
    else if(state == 4'b1100) begin
        result_register <= interim_register;
        state <= 4'b0000;
    end
    else 
        state <= 4'b0000;
    end
endmodule
</file>
<file path="flow/run.sh">
#!/bin/bash
# OpenROAD 26Q1-2900-gdf79404cd8, Yosys 0.63+post, stock flow scripts
make -C /OpenROAD-flow-scripts/flow DESIGN_CONFIG=/design/flow/config.mk WORK_HOME=/design/flow/orfs finish
</file>
<file path="flow/config.mk">
export PLATFORM = sky130hd
export DESIGN_NAME = SAR_Logic_12bit
export DESIGN_NICKNAME = SAR_Logic_12bit
export VERILOG_FILES = /design/flow/design.v
export SDC_FILE = /design/flow/constraint.sdc
export NUM_CORES = 4
export LEC_CHECK = 1
export CORE_AREA = 10 10 106 106
export DIE_AREA = 0 0 116 116
</file>
<file path="flow/constraint.sdc">
current_design SAR_Logic_12bit

set clk_period 3.2
set clk_io_pct 0.2

create_clock -name clk0 -period $clk_period [get_ports {clk_src}]

set non_clock_inputs [all_inputs -no_clocks]
set_input_delay [expr $clk_period * $clk_io_pct] -clock clk0 $non_clock_inputs
set_output_delay [expr $clk_period * $clk_io_pct] -clock clk0 [all_outputs]
</file>
==> results.py <==
# Generated from Yosys and OpenROAD reports
metrics = {
    "worst_setup_path": {
        "cp-end-kind": "register",
        "crit_start": "state[0]$_SDFF_PP0_",
        "crit_path_max_fanout": 15,
        "rr_startpoint": "state[0]$_SDFF_PP0_",
        "cp.required_ns": 3.34,
        "cp-start-kind": "register",
        "ff2ff_setup_slack_ns": 1.16,
        "cp_data_arrival_time_ns": 2.18,
        "worstSetupPathType": "register to register",
    },
    "global_routing": {
        "gr-total-overflow": 0,
        "grt_max_degree": 22,
        "grt_pass1_wl_um": 6960,
        "grtUsageTotal": 0.0637,
        "antenna_found_initial": 0,
        "grt_pass1_vias": 1383,
    },
    "synth": {
        "ff_type": "dfxtp_1",
        "ys_area_um2": 1740,
        "yosys-stat-cells": 198,
        "ys_warn_count": 1,
        "ys_ff": 40,
        "synthDistinctLibCells": 37,
        "synth-edff-count": 0,
        "synth.cell_area_um2": 1740,
        "ys_seq_frac": 0.461,
        "postSynthCellCount": 198,
        "async_flop_share": 0,
        "syn_avg_cell_area_um2": 8.78,
        "synth_top_area_share": 0.461,
        "topCellsByArea": "dfxtp_1, a21oi_1, nand2_1, mux2i_1, nand2b_1",
        "synth_top_cell_by_area": "dfxtp_1",
    },
    "final_timing": {
        "finalHoldViolations": 0,
        "finClkSkew_ns": 0.00370,
        "setup_viol": 0,
        "setup_tns_ns": 0,
        "finalCriticalPeriod_ns": 2.04,
        "slew_viol_final": 0,
        "fmax_mhz": 491,
        "maxSlewHeadroom": 0.596,
        "rsz0062_at_grt": "false",
        "post-route-period-util": 0.636,
        "setup_slack_ns": 1.16,
        "tightest_slew_ns": 0.604,
    },
    "power_and_ir_drop": {
        "cellLeakagePower_uw": 0.000704,
        "powerDensity_nw_per_um2": 643,
        "ir_drop_v": 0.000284,
        "total_power_uw": 1380,
    },
    "cells_and_area": {
        "stdcell_count": 326,
        "layout_top_cells": "dfxtp_1, nand2_1, a21oi_1, clkdlybuf4s50_1, nand2b_1",
        "syn2layout_area_growth_pct": 23.7,
        "drive_above_1_share": 0.0734,
        "fillCellCount": 934,
        "layout_top_cell": "dfxtp_1",
    },
    "cts": {
        "clk_latency_ns": 0.30,
        "clock_path_buffers": 2,
        "numCtsBuffers": 5,
        "htree_levels": 2,
        "cts_hold_buf": 0,
        "cts_tree": "done",
        "clk_pin_slew_ns": 0.07,
        "ctsResizeCount": 0,
        "clock_sinks": 40,
        "cts_setup_buffers": 0,
        "cts-root-buf": "clkbuf_8",
    },
    "place": {
        "io_buffers": 26,
        "hpwl_um": 3230,
        "gp_congestion": 0.833,
        "dp_cells": 319,
        "dp_worst_setup_slack_ns": 1.15,
    },
    "detailed_routing": {
        "antenna_left": 0,
        "drtPass1Iterations": 4,
        "drtIter0Drc": 174,
        "drc": 0,
        "routed_wl_um": 4440,
        "num_antenna_cells": 0,
        "routed-via-count": 1460,
        "vias_per_cell": 4.48,
        "routedWlPerCell_um": 13.6,
    },
    "floorplan": {
        "std_cell_rows": 34,
        "dieHeight_um": 116,
        "core_area_um2": 8850,
        "ioPinCount": 27,
        "die_w_um": 116,
        "fp_util": 0.196,
        "dieArea_um2": 13500,
    },
    "run": {
        "drv_cap": 0,
        "warnings": 28,
    },
    "min_path": {
        "hold_class": "register to register",
        "min_from": "result_register[8]$_SDFFE_PP0P_",
    },
    "status": {
        "run_status": "complete, no violations",
    },
}
## where the power goes
group | switching, uW | internal (uW) | leakage [uW]
Clock | 171 | 148 | 0.0000410
Sequential | 39.3 | 541 | 0.000323
Combinational | 292 | 191 | 0.000340
Total | 502 | 880 | 0.000704
## final timing paths
| check | end | cells after the start |
|---|---|---|
| worst max-delay path | da_converter_register[5]$_SDFFE_PP0P_ | 5 |
| worst min-delay path | result_register[8]$_SDFFE_PP0P_ | 2 |
| worst max register to register | da_converter_register[5]$_SDFFE_PP0P_ | 5 |
| worst min register to register | result_register[8]$_SDFFE_PP0P_ | 2 |
## per-layer routing
metal | GRT usage | part of all wire
met3 | 0.0183 | 0.068
met4 | 0.00751 | 0.012
met2 | 0.102 | 0.48
met1 | 0.0866 | 0.44
met5 | 0 | 0
## cells by family (layout without fill, tap and decap cells)
family                   after synthesis  after routing  share of synthesized area
AND/OR/NAND/NOR                       86             86                      0.271
multiplexers                           8              8                     0.0461
flip-flops                            40             40                      0.461
buffers and inverters                 19             39                     0.0504
AND-OR/OR-AND                         41             41                      0.143
adder cells (fa/ha/maj)                4              4                     0.0288
## synth_stat cells (all sizes together) (3+ instances only)
cell	instances
or2	4
nor4	4
nor2b	3
nand2	29
clkbuf	6
inv	5
ha	4
buf	8
dfxtp	40
nor2	9
a21oi	26
nand3	5
nor3	11
a311oi	3
a31oi	3
nand2b	12
mux2i	8
## state kept, by name, summed over array words and instances, names as in the netlist
| signal | flops |
|---|---|
| da_converter_register | 12 |
| state | 4 |
| interim_register | 12 |
| result_register | 12 |
## worst max-delay path, cell delays in order (launching register included)
cell and delay, ns:
dfxtp_1 0.34, inv_1 0.11, ha_1 0.55, nor3b_1 0.39, or2_1 0.39, a311oi_1 0.09
## per-stage QoR
stage | hold slack, ns | area (um^2) | utilization
global route | 0.479 | 2150 | 0.243
floorplan | 0.413 | 1740 | -
global placement | 0.446 | 2070 | 0.234
detailed placement | 0.450 | 2070 | 0.234
CTS | 0.460 | 2150 | 0.243
finish | 0.456 | 2150 | 0.243
## final cells by class
type                            count  area (um^2)  share of cell area
Inverter                            5         18.8             0.00873
Clock buffer                        6         72.6              0.0338
Tap cell                          108          135              0.0629
Timing Repair Buffer               27          268               0.125
Multi-Input combinational cell    139          850               0.395
Clock inverter                      1         5.00             0.00233
Sequential cell                    40          801               0.373
Power is estimated from default activity; no workload was simulated.
