==> flow/run.sh <==
#!/bin/bash
# OpenROAD 26Q1-2900-gdf79404cd8, Yosys 0.63+post, stock flow scripts
make -C /OpenROAD-flow-scripts/flow DESIGN_CONFIG=/design/flow/config.mk WORK_HOME=/design/flow/orfs finish
==> flow/config.mk <==
export PLATFORM = sky130hd
export DESIGN_NAME = multiplexer_8bit
export DESIGN_NICKNAME = multiplexer_8bit
export VERILOG_FILES = /design/flow/design.v
export SDC_FILE = /design/flow/constraint.sdc
export NUM_CORES = 4
export LEC_CHECK = 1
export CORE_AREA = 10 10 70 70
export DIE_AREA = 0 0 80 80
==> flow/constraint.sdc <==
current_design multiplexer_8bit

set clk_period 1.0
set clk_io_pct 0.2

create_clock -name clk0 -period $clk_period

set non_clock_inputs [all_inputs -no_clocks]
set_input_delay [expr $clk_period * $clk_io_pct] -clock clk0 $non_clock_inputs
set_output_delay [expr $clk_period * $clk_io_pct] -clock clk0 [all_outputs]
==> flow/design.v <==
`default_nettype none
`timescale 1ns / 1ps
module input_A_module(
	input [9:0] input_A,
	input select,
	output [9:0] out_port
);
	wire internal_select = ~select;
	assign out_port[9] = input_A[9] & internal_select;
	assign out_port[8] = input_A[8] & internal_select;
	assign out_port[7] = input_A[7] & internal_select;
	assign out_port[6] = input_A[6] & internal_select;
	assign out_port[5] = input_A[5] & internal_select;
	assign out_port[4] = input_A[4] & internal_select;
	assign out_port[3] = input_A[3] & internal_select;
	assign out_port[2] = input_A[2] & internal_select;
	assign out_port[1] = input_A[1] & internal_select;
	assign out_port[0] = input_A[0] & internal_select;
endmodule
module input_B_module(
	input [9:0] input_B,
	input select,
	output [9:0] out_port
);
	assign out_port[9] = input_B[9] & select;
	assign out_port[8] = input_B[8] & select;
	assign out_port[7] = input_B[7] & select;
	assign out_port[6] = input_B[6] & select;
	assign out_port[5] = input_B[5] & select;
	assign out_port[4] = input_B[4] & select;
	assign out_port[3] = input_B[3] & select;
	assign out_port[2] = input_B[2] & select;
	assign out_port[1] = input_B[1] & select;
	assign out_port[0] = input_B[0] & select;
endmodule
module multiplexer_8bit(
    input [9:0] input_A,
    input [9:0] input_B,
    output [9:0] out_port,
    input select
    );
	wire [9:0] out_internal_1;
	wire [9:0] out_internal_2;
	input_A_module module_A(.input_A(input_A), .select(select), .out_port(out_internal_1));
	input_B_module module_B(.input_B(input_B), .select(select), .out_port(out_internal_2));
	assign out_port = out_internal_1 | out_internal_2;
endmodule
==> PnR_summary.wiki <==
== Flow metrics ==
{| class="wikitable"
! Metric !! Value
|-
| Max-Cap Viols || 0
|-
| Leakage dissipation || 0.2731 nW
|-
| Core Util at FP || around 4.7%
|-
| Headroom to the max-slew limit || 95.75%
|-
| Iteration-0 DRC Markers || 0
|-
| Final Max Tran Viols || 0
|-
| Count of synthesis-stage warnings from yosys || 0
|-
| Unrepaired setup endpoints after global routing || true
|-
| Antenna Violating Nets Remaining || 0
|-
| I/O pin cnt || 31
|-
| CP Launch Type || input pin
|-
| Capturing element type of the critical path || output pin
|-
| DRC || 0
|-
| Fraction of the core area covered by cells at the end of the flow || between 15 and 20%
|-
| Count of buffers inserted at the top-level ports || 31
|-
| Endpoints failing hold || 0
|-
| Total length of routed wires || 996 microns
|-
| Setup Viol. Count Final || 10
|-
| Seq/Total Area, Yosys || 0%
|-
| Switching share of power || 22.68%
|-
| Yosys cell count || 11
|-
| Non-filler instance count after layout || 89
|-
| Capture point of the worst path || out_port[6]
|-
| Number of logged tool warnings || 34
|-
| Area of the core || 3416 sq um
|-
| Cell area after synthesis || 161.4 sq um
|-
| Highest net fanout along the worst path || 5
|-
| Antenna diodes || 0
|-
| Flop count || 0
|-
| Failing checks || setup timing
|-
| Clock buffer instance count of the final layout || 0
|-
| Slew of the pin with the lowest slew margin || about 0.064 ns
|-
| Total placed cells including tap cells || 88
|-
| Avg Cell Area, Syn || 14.67 sq um
|-
| Min Clock Period, post-route || between 1 and 1.5 ns
|-
| Ratio of final minimum period to clock period || 104.6%
|-
| Least setup slack across all paths after layout || -0.04636 ns
|-
| Startpoint of the worst setup timing path || select
|-
| Width of the die || 80 microns
|-
| Int Pwr || 157.4 uW
|-
| Proportion of power drawn by flip-flops and latches || 0%
|-
| Flip-flop and latch area || 0 sq um
|-
| Crit path DRT || around 0.80 ns
|-
| Global-route wire length before repair || roughly 1400 microns
|-
| Cell Type Count || 2
|-
| Post-placement setup slack || -0.8336 ns
|-
| Post-cts hold buffer count || 0
|-
| Data arrival time of the critical path || 0.85 ns
|-
| Largest voltage drop on the vdd net || 0.0001097 V
|-
| Largest net degree at the start of global routing || 6
|-
| Power density normalized to cell area || 373.1 nW/um^2
|-
| Post-synthesis cell count || 11
|-
| Area overhead of the layout relative to synthesis || 238.0%
|-
| DR vias/cell || 2.506
|-
| GRT Overall Usage || 2.840%
|-
| Critical path class || in2out
|-
| Clock network power share || 0%
|-
| Hold crit path type || in2out
|-
| Power after layout || about 200 uW
|-
| Total global routing overflow || 0
|-
| Routed wirelength normalized by instance count || 11.19 microns
|-
| Sw Pwr || 46.17 uW
|-
| Final weighted congestion of routability-driven global placement || 0.6300
|-
| Number of antenna violations at the first check in global routing || 0
|-
| Yosys Chip Area || around 160 sq um
|-
| Router iterations before antenna repair || 1
|-
| Outcome || complete, but fails checks
|-
| Vias in the first global route || 255
|-
| Row cnt || 21
|-
| Via count of the routed design || 223
|-
| Vertical extent of the die || 80 microns
|-
| Max Clock Freq || 955.7 MHz
|-
| Total Die Area || ~6400 sq um
|-
| Gate power share || 100.0%
|-
| Fraction of final layout cells sized beyond drive strength 1 || 53.49%
|}
==> power groups by stage <==
stage     combinational, mW  clock, mW  sequential [mW]
6_report              0.204          0                0
4_1_cts               0.207          0                0
5_1_grt               0.220          0                0
==> routing by layer <==
metal	global-route usage, %	wire length (microns)	vias to the layer above
li1	-	-	109
met1	3.757	449	93
met2	4.254	397	21
met3	1.477	149	0
met4	0	0	0
met5	0	0	-
==> synth_stat cells, drive strengths merged <==
| cell type | instances | area share [%] |
|---|---|---|
| mux2 | 10 | 93 |
| buf | 1 | 7.0 |
==> timing repair <==
item	in CTS	in global routing
cloned	1	0
buffers inserted	0	0
endpoints found under the setup margin	10	10
gates resized	68	1
==> metrics by stage <==
step / area (sq um) / hold slack (ns) / TNS (ns)
4_1_cts: 539.3 / 0.8026 / -0.4898
3_5_place_dp: 538.0 / 1.435 / -8.011
3_3_place_gp: 538.0 / 1.443 / -7.918
2_1_floorplan: 161.4 / 0.5016 / 0
6_report: 545.5 / 0.7984 / -0.4112
5_1_grt: 545.5 / 0.8115 / -0.5685
==> critical path: stages <==
cell	delay, ns
sky130_fd_sc_hd__buf_8	0.11
sky130_fd_sc_hd__buf_12	0.13
sky130_fd_sc_hd__mux2_4	0.29
sky130_fd_sc_hd__buf_6	0.12
==> cell type report <==
class / instances / area [sq um]
Timing Repair Buffer: 33 / 337.8
Multi-Input combinational cell: 10 / 150.1
Tap cell: 46 / 57.56
Fill cell: 397 / 2870
==> cells by family (layout without fill, tap and decap cells) <==
| kind of cell | Yosys count | after routing | share of synthesized area, % |
|---|---|---|---|
| mux | 10 | 10 | 93.02 |
| buf+inv | 1 | 33 | 6.976 |
==> cells in the final DEF, fill, tap and decap left out <==
cell / instances
sky130_fd_sc_hd__mux2_4: 10
sky130_fd_sc_hd__buf_16: 1
sky130_fd_sc_hd__buf_2: 2
sky130_fd_sc_hd__buf_8: 1
sky130_fd_sc_hd__buf_12: 1
sky130_fd_sc_hd__dlygate4sd2_1: 20
sky130_fd_sc_hd__buf_6: 8
==> worst min-delay path by stage <==
stage          start          end  slack [ns]  depth (start not counted)
6_report  input_B[5]  out_port[5]        0.80                          3
5_1_grt   input_B[7]  out_port[7]        0.81                          3
4_1_cts   input_B[5]  out_port[5]        0.80                          3
Power and IR drop assume default switching activity.
